<file path="design/flow/design.v">
`timescale 1ns / 1ps
module bcd_adder(
    input [3:0] A,
    input [3:0] B,
    input Cin,
    output reg Cout,
    output reg [3:0] Sum,
    );
    reg [4:0] sum_temp ;
    always @(*)
    begin
    sum_temp=A+B+Cin;
    if(sum_temp>9)
    begin
    sum_temp=sum_temp+4'b0110;
        Sum=sum_temp[4:0];
    end
    else
    {Cout,Sum}=sum_temp[4:0];
    end
endmodule
</file>
<file path="design/flow/run.sh">
#!/bin/bash
# OpenROAD 26Q1-2900-gdf79404cd8, Yosys 0.63+post, stock flow scripts
make -C /OpenROAD-flow-scripts/flow DESIGN_CONFIG=/design/flow/config.mk WORK_HOME=/design/flow/orfs finish
</file>
<file path="design/flow/config.mk">
export PLATFORM = sky130hd
export DESIGN_NAME = bcd_adder
export DESIGN_NICKNAME = bcd_adder
export VERILOG_FILES = /design/flow/design.v
export SDC_FILE = /design/flow/constraint.sdc
export NUM_CORES = 4
export LEC_CHECK = 1
export CORE_AREA = 10 10 70 70
export DIE_AREA = 0 0 80 80
</file>
<file path="design/flow/constraint.sdc">
current_design bcd_adder

set clk_period 6.4
set clk_io_pct 0.2

create_clock -name clk0 -period $clk_period

set non_clock_inputs [all_inputs -no_clocks]
set_input_delay [expr $clk_period * $clk_io_pct] -clock clk0 $non_clock_inputs
set_output_delay [expr $clk_period * $clk_io_pct] -clock clk0 [all_outputs]
</file>
==> run notes <==
The run has ended; figures from its reports follow.

The flow ran to the end, and the final reports show no timing, DRC or antenna violations. The share of cells above drive strength 1 is 0. The final critical delay including setup and external delays came out at ~5.6 ns. In this run the power density over the cells is 119.6 nW/um^2.

The maximum fanout encountered on the critical timing path is 4. Once the clock tree was built, the resizer swapped 0 gates to a different size. The static leakage is 0.1728 nW. The worst setup path is captured at a primary output. The path class of the tightest hold or removal check is in2out.

Per the detail_route report, vias per standard cell equal 2.756. The yosys cell count is 26. After synthesis, the netlist uses 15 different library cells. Leaving out fill and tap cells, the most frequent cells in the layout are clkdlybuf4s50_1 (14), ha_1 (5), a21oi_1 (3), inv_1 (3). The core footprint is roughly 3400 um^2.

In this run the power spent charging and discharging nets is between 0.015 and 0.02 mW. Of the total power, registers draw 0.027. The routed wire length on met2 is 125 um. The multi-input gate area in the final layout came out at 210.2 um^2.

The aggregate routed wire length came out at a little under 700 um. The top achievable clock speed is 178.7 MHz. The transition time recorded at the tightest slew-check pin is between 0.3 and 0.4 ns. The data required time at the worst endpoint came out at ~5 ns. The number of standard-cell rows in the floorplan is 21. The synthesized-area fraction occupied by adder cells came out at 0.4339. The internal power component came out at 0.03308 mW. By startpoint and endpoint, the worst setup path is classified as in2out. According to the floorplan report, the die width is around 80 um. The flip-flop count of the largest register, all copies and words added was 1. The quantity of hold-fixing buffers added after cts came out at 0. According to the Yosys statistics, the synthesized design has a chip area of between 200 and 250 um^2.

Headroom to the max-slew limit came out at 0.7578. The count of unclocked register or latch pins came out at 1. For this run the detailed placement stage logged an HPWL of 644.9 um. The iteration count recorded for the first detailed-route pass is 4. From synthesis to final layout, the design area changed by 83.60%. The largest net degree at the start of global routing is 5. The number of flip-flops and latches in the synthesized netlist is 1. The fraction of power consumed by the clock network is 0. The OpenROAD report gives the critical path a data arrival time of 4.32 ns.

The via count of the first global-routing pass was 254. The number of I/O pins is 14. The most critical setup path has its startpoint at A[0]. By instance count after routing, the leading logic cell type is clkdlybuf4s50_1. The tally of yosys warning messages is 1. The design draws 0.05195 mW. The utilization after layout came out at 0.1271.

The mean instance size in the synthesized netlist is 9.095 um^2. The post-synthesis share of cell area spent on xor and xnor gates is 0.07407. The number of setup buffers added after CTS is 0. The total of endpoints with negative setup slack in the final report is 0. The first global-routing pass estimated 1179 um of wire. The setup TNS came out at 0 ns. The total standard cell area after synthesis is 236.5 um^2. The violation tally from detailed-route iteration zero came out at 6. The total via count after detailed routing is 237. Per the detail_route log, met3 wirelength is ~180 um.

The average detailed-routed wire length per instance came out at 8.023 um. OpenSTA lists the critical path endpoint as Sum[2]. The worst IR drop on VDD is 0.02317 mV. Setup repair after global routing left no endpoint under its margin. According to the floorplan report, the total die area is around 6400 um^2. The initial utilization of the core area, before any placement, comes to 0.06923.

Of the total synthesized cell area, the portion taken by AND, OR, NAND and NOR gates is 0.1005. The diode insertion count for antenna repair came out at 0. The OpenROAD warning count is 33. For reference, the final report shows the hold violation count at 0. The total global-route track usage came out at 0.02179. The layout has 397 filler cells. The main kind of combinational logic by area is adder cells. The gate count of the mapped netlist is 26.

The number of unconstrained endpoints came out at 2. The global-route congestion overflow total is 0. The count of max-cap constraint violations came out at 0. The combined flip-flop and latch cell area is 15.01 um^2. The met1 routed wirelength after detailed routing came out at between 300 and 400 um. The power report attributes to the combinational group a share of 0.973. Of the total power, the share spent switching nets is 0.3632.

Summing all multiplexer cells gives an area fraction of 0.04233. The cell-mix breakdown from Yosys lists the compound-gate area share as 0.2381. The top routing layer in use is met3. The post-route DRC violation count came out at 0. Post-route period utilization is reported as 0.8743. The antenna violation net count after detailed routing is 0.

The final tally of max-slew violations is 0. The initial antenna violation count came out at 0. The chip height is roughly 80 um. The launching element type of the critical path is a primary input.

The weighted congestion reported at the end of routability-driven placement is 0.8045. The number of I/O port buffers is 14.
-- critical path, cell delays in order --
cell and delay, ns:
clkdlybuf4s50_1 0.43, fa_1 0.48, fa_1 0.42, xnor2_1 0.35, ha_1 0.25, a21boi_0 0.19
o41a_1 0.24, mux2i_1 0.20, clkdlybuf4s50_1 0.48
-- synth_stat cells --
cell type	count	area share
a21boi_0	1	0.032
nand3_1	1	0.021
dlxtp_1	1	0.063
fa_1	2	0.17
a21oi_1	3	0.063
nor2b_1	1	0.026
ha_1	5	0.26
o41a_1	1	0.048
a2111oi_0	1	0.037
a21o_1	1	0.032
xnor2_1	2	0.074
o22ai_1	1	0.026
inv_1	3	0.048
and3_1	2	0.053
mux2i_1	1	0.042
-- worst min-delay path by stage --
stage / endpoint / slack, ns / startpoint / depth (start not counted)
after CTS: Sum[0] / 3.72 / Cin / 3
after global routing: Sum[0] / 3.78 / Cin / 3
final: Sum[0] / 3.71 / Cin / 3
-- layout make-up --
type	instances	share of cell area
timing repair buffer	14	0.3228
tap	46	0.1326
multi-input combinational	22	0.4842
sequential	1	0.03458
inverter	3	0.02594
-- metrics by stage --
stage | area [um^2] | hold WS, ns | std cells | worst slack [ns]
after floorplan | 236.5 | 2.697 | 26 | 2.004
after global routing | 434.2 | 3.778 | 86 | 0.5371
final | 434.2 | 3.708 | 86 | 0.8045
after global placement | 434.2 | 3.704 | 86 | 0.8667
after detailed placement | 434.2 | 3.711 | 86 | 0.8374
after CTS | 434.2 | 3.719 | 86 | 0.8261
-- layer usage --
layer / GRT usage / up-vias
li1: - / 129
met1: 0.03800 / 92
met2: 0.01766 / 16
met3: 0.01705 / 0
met4: 0 / 0
met5: 0 / -
-- kinds of logic (layout without fill, tap and decap cells) --
logic type	count (synthesis)	after routing
adder cells (fa/ha/maj)	7	7
latches	1	1
buffers and inverters	3	17
AND-OR/OR-AND	8	8
AND/OR/NAND/NOR	4	4
XOR/XNOR	2	2
multiplexers	1	1
-- power groups by stage --
stage	registers [mW]	clock network, mW	logic, mW
CTS	0.00140	0	0.0508
global route	0.00143	0	0.0570
finish	0.00140	0	0.0505
No activity file was given, so power comes from the tool's default toggle rates.
