==> /design/flow/design.v <==
`timescale 1ns / 1ps
module bcd_counter(
    input clk,
    output reg [3:0] count=0
    );
    always @(posedge clk)
    begin
    count =count+1;
    if(count==10)
    count=0;
    end
endmodule
==> /design/flow/run.sh <==
#!/bin/bash
# OpenROAD 26Q1-2900-gdf79404cd8, Yosys 0.63+post, stock flow scripts
make -C /OpenROAD-flow-scripts/flow DESIGN_CONFIG=/design/flow/config.mk WORK_HOME=/design/flow/orfs finish
==> /design/flow/config.mk <==
export PLATFORM = sky130hd
export DESIGN_NAME = bcd_counter
export DESIGN_NICKNAME = bcd_counter
export VERILOG_FILES = /design/flow/design.v
export SDC_FILE = /design/flow/constraint.sdc
export NUM_CORES = 4
export LEC_CHECK = 1
export CORE_AREA = 10 10 70 70
export DIE_AREA = 0 0 80 80
==> /design/flow/constraint.sdc <==
current_design bcd_counter

set clk_period 1.4
set clk_io_pct 0.2

create_clock -name clk0 -period $clk_period [get_ports {clk}]

set non_clock_inputs [all_inputs -no_clocks]
set_input_delay [expr $clk_period * $clk_io_pct] -clock clk0 $non_clock_inputs
set_output_delay [expr $clk_period * $clk_io_pct] -clock clk0 [all_outputs]
==> flow_summary_export.csv <==
group,metric,value,unit
status,status,"completed",
final_timing,fmax,738,MHz
routing,diodes,0,
routing,drc,0,
routing,drtIter0Drc,11,
final_timing,drv_slew,0,
worst_setup_path,arrival,1080,ps
power,ir_worst_vdd,0.000128,V
clock_tree,postCtsSetupRepairBufs,0,
clock_tree,cts_tree,"yes",
grt,met3_usage,3.18,%
clock_tree,clockRootBuffer,"clkbuf_4",
layout,area_growth_syn_to_layout,73.3,%
grt,grt_pass1_wl,793,um
logic_synthesis,yosysSeqAreaShare,42.7,%
layout,fillers,409,
die,initCoreUtil,5.49,%
logic_synthesis,synth_warnings,1,
clock_tree,cts_inserted_buffers,3,
layout,final_core_util,9.52,%
place,placed_area,285,sq um
flow_run,cap_violations,0,
worst_setup_path,worst_setup_path_start_kind,"flop",
worst_setup_path,critPathBufInv,1,
worst_setup_path,worstPathRequired,1120,ps
power,power.density,777,nW/um^2
logic_synthesis,ys_ff,4,
worst_setup_path,cpPeakStageDelay,480,ps
routing,num_vias,168,
layout,largest_reg_flops,4,
clock_tree,cts_max_level,1,
logic_synthesis,yosysUniqueCellTypes,15,
die,core,3420,sq um
worst_setup_path,crit_slowest_cell,"clkdlybuf4s50_1",
clock_tree,cts.path.max_buffers,2,
logic_synthesis,synthCells,20,
routing,first_pass_iters,2,
final_timing,setup_viol,0,
grt,grt_pass1_vias,178,
logic_synthesis,largest_area_cell,"dfxtp_1",
final_timing,hold_viol,0,
clock_tree,clk_pin_slew,40,ps
logic_synthesis,synth_top_area_share,42.7,%
final_timing,worst_pin_slew,334,ps
grt,busiest_layer,"met3",
final_timing,post-route-period-util,96.9,%
grt,grt_usage,1.81,%
worst_setup_path,critPathTopFamily,"buffers and inverters",
worst_hold_path,hp-class,"flop to flop",
final_timing,min_period,1360,ps
logic_synthesis,syn_area,188,sq um
worst_setup_path,cp_max_fo,6,
layout,layout_top_cells,"dfxtp_4 (4), clkbuf_4 (3), clkdlybuf4s50_1 (3), inv_1 (2), ha_1 (2)",
final_timing,fin_skew,1.35,ps
routing,wl_per_cell,7.45,um
layout,design_area,325,sq um
final_timing,fin_ws,44.1,ps
die,die.size.y,80,um
clock_tree,cts_hold_buffers,0,
worst_setup_path,critPathCaptureType,"output port",
die,chipArea,6400,sq um
routing,viasPerCell,2.30,
routing,wl,544,um
place,place_congestion,0.608,
layout,mostFrequentLayoutCell,"dfxtp_4",
logic_synthesis,synth.area.top_cells,"dfxtp_1 (43%), ha_1 (13%), a311oi_1 (4.7%)",
routing,ant_nets,0,
place,place_hpwl,389,um
die,fp-row-count,21,
die,die_w,80,um
grt,grt_max_degree,7,
place,place_ws,209,ps
logic_synthesis,ys_cells,20,
logic_synthesis,yosys_area,188,sq um
logic_synthesis,synth.avg_cell_area,9.38,sq um
grt,antenna_found_initial,0,
clock_tree,clock_sinks,4,
worst_setup_path,cp_cell_sequence,"clkdlybuf4s50_1",
grt,overflow,0,
place,io_buffer_count,4,
worst_setup_path,path_class,"flop to output port",
clock_tree,worstSkewPairLatency,240,ps
final_timing,relSlewSlack,77.6,%
power,p_leak,0.126,nW
layout,drive_gt1_share,25.9,%
grt,use_met2,1.36,%
grt,use_met1,2.06,%
die,num_io_pins,5,
flow_run,warnings,26,
==> area by class of cell <==
| cell class | count | area [sq um] | area share, % |
|---|---|---|---|
| Clock buffer | 3 | 22.5 | 6.92 |
| Inverter | 2 | 7.51 | 2.31 |
| Multi-Input combinational cell | 14 | 100 | 30.8 |
| Sequential cell | 4 | 95.1 | 29.2 |
| Tap cell | 46 | 57.6 | 17.7 |
| Timing Repair Buffer | 4 | 42.5 | 13.1 |
==> per-stage QoR <==
stage | hold WS [ps] | setup TNS (ps) | cells | power (mW)
after global placement | 491 | 0 | 70 | 0.116
after detailed placement | 523 | 0 | 70 | 0.116
after CTS | 462 | 0 | 73 | 0.268
after floorplan | 458 | 0 | 20 | 0.116
final | 447 | 0 | 73 | 0.253
after global routing | 466 | -2.20 | 73 | 0.269
==> final timing paths <==
kind / startpoint / to / slack, ps / cells after the start
setup / recovery: count[0]$_SDFF_PN0_ / count[0] / 40 / 1
hold / removal: count[0]$_SDFF_PN0_ / count[0]$_SDFF_PN0_ / 450 / 1
setup reg to reg: count[0]$_SDFF_PN0_ / count[0]$_SDFF_PN0_ / 220 / 3
hold reg to reg: count[0]$_SDFF_PN0_ / count[0]$_SDFF_PN0_ / 450 / 1
==> report_power, final <==
part	internal, mW	total, mW	switching [mW]
Clock	0.0961	0.146	0.0500
Combinational	0	0.0000000765	0
Sequential	0.107	0.107	0
Total	0.203	0.253	0.0500
==> synth_stat cells <==
cell	n
a21oi_1	1
a311oi_1	1
inv_1	2
xor2_1	1
nand3_1	1
nand3b_1	1
nor2_1	1
dfxtp_1	4
nand2_1	1
o21ai_1	1
xnor2_1	1
ha_1	2
a31oi_1	1
or2_1	1
and2_1	1
==> layer usage <==
layer	wire (um)	vias up
li1	-	82
met1	251	77
met2	166	9
met3	127	0
met4	0	0
met5	0	-
==> cells by family (layout without fill, tap and decap cells) <==
kind of cell | count (synthesis) | in the layout | synth area share (%)
compound gates | 4 | 4 | 13.3
simple gates | 6 | 6 | 17.3
flops | 4 | 4 | 42.7
buf+inv | 2 | 9 | 4.00
xor+xnor | 2 | 2 | 9.34
fa+ha+maj | 2 | 2 | 13.3
==> timing repair <==
action / in CTS / in global routing
gates resized: 4 / 5
gates cloned: 0 / 0
setup endpoints to repair: 4 / 4
No activity file was given, so power comes from the tool's default toggle rates.
