### design.v
`timescale 1ns / 1ps
module up_down_counter(
    input clk,
    input Mode,
    output reg [3:0] Out=0
    );
    always @(posedge clk)
    begin
    if(Mode==1)
    begin
    Out=Out+1;
    #1000000000;
    end
    else
    begin
    Out=Out-1;
    #1000000000;
    end
    end
endmodule
### run.sh
#!/bin/bash
# OpenROAD 26Q1-2900-gdf79404cd8, Yosys 0.63+post, stock flow scripts
make -C /OpenROAD-flow-scripts/flow DESIGN_CONFIG=/design/flow/config.mk WORK_HOME=/design/flow/orfs finish
### config.mk
export PLATFORM = sky130hd
export DESIGN_NAME = up_down_counter
export DESIGN_NICKNAME = up_down_counter
export VERILOG_FILES = /design/flow/design.v
export SDC_FILE = /design/flow/constraint.sdc
export NUM_CORES = 4
export LEC_CHECK = 1
export CORE_AREA = 10 10 70 70
export DIE_AREA = 0 0 80 80
### constraint.sdc
current_design up_down_counter

set clk_period 2.0
set clk_io_pct 0.2

create_clock -name clk0 -period $clk_period [get_ports {clk}]

set non_clock_inputs [all_inputs -no_clocks]
set_input_delay [expr $clk_period * $clk_io_pct] -clock clk0 $non_clock_inputs
set_output_delay [expr $clk_period * $clk_io_pct] -clock clk0 [all_outputs]
==> Changelog: implementation <==
## Flow update

- Max-Cap Viols: 0
- Leading area contributor after synthesis: dfxtp_1
- Max Slew Vio Count: 0
- Fraction of layout cells with a size suffix above 1: 0.1818
- Synthesis-to-layout area growth: 74.29%
- Port bufs: 5
- Cts bufs inserted: 3
- Synthesized cell area: about 180 µm²
- Avg Inst Size Synth: 12.51 µm²
- Rel. slew slack: 0.8813
- Rows: 21
- Clk sinks: 4
- Antenna diode count: 0
- Status: finished clean
- Maximum clock insertion buffer count: 2
- H-tree levels: 1
- Met3 Usage GRT: 0.02955
- Via Count: around 120
- Mapped Cells: 14
- Yosys Chip Area: 175.2 µm²
- Worst-path clk slew: 0.04 ns
- Pleak: ~0.12 nW
- Highest clock rate: 627.7 MHz
- Met1 Usage GRT: 0.01470
- RSZ-0062 raised after global routing: no
- GR Util All Layers: 0.01554
- Final RePlAce weighted congestion: between 0.6 and 0.7
- Area leader share: 0.4571
- CP required: 2.12 ns
- First-pass DRT Iterations: 2
- I/O pins: 6
- Cell Type Count: 8
- Yosys reg bits: 4
- Initial antenna violation count: 0
- Worst slew pin tran: 0.1769 ns
- Setup TNS: 0 ns
- Min-Delay Path Class: register to register
- OpenROAD warning count: 25
- Gr ovfl total: 0
- Hold Violations, Final: 0
- DRC errors left: 0
- Global route hottest layer: met3
- Synth top area cells: dfxtp_1 46%, ha_1 14%, fa_1 11%
- ANT nets after route: 0
- First-pass GRT wire length: 717 µm
- YS warnings: 1
- Post-CTS sizing: 0
- Largest net degree at the start of global routing: 5
- DRT iter0 DRCs: 2
- PD cells: 1312 mW/mm²
- Seq/Total Area, Yosys: 0.4571
- Hold_buf cts: 0
- Setup Skew: between 0.001 and 0.0015 ns
- Total wire length: 442 µm
- VDD IR max: about 0.19 mV
- Crit. End Element: register
- Vias in the first global route: approximately 160
- FP Core Util: 0.05128
- Die Y: roughly 80 µm
- Largest register FFs: 4
- Clk latency late pin: 0.24 ns
- Die Width: 80 µm
- Yosys cell count: 14
- Drt wl/cell: 6.500 µm
- Worst Path Arrival: 1.72 ns
- Min Tclk post-route: 1.593 ns
- CP max FO: 3
- Root buf cell: clkbuf_4
- Cycle use final: 0.7966
- Crit start category: primary input
- GR Layer Usage met2: 0.01445
- Tot Pwr: 0.0004004 W
- Chip footprint: 0.006400 mm²
- Setup-failing EPs final: 0
- Core Area: 0.003416 mm²
- Via/cell ratio: ~1.8
- # Post-CTS Setup Buffers: 0
- CTS tree: yes
- Setup slack, reg-to-reg: 0.84 ns
- CP Class: primary input to register
[Yosys cell counts]
cell type  instances
xor2_1             1
a21o_1             1
a21oi_2            1
dfxtp_1            4
inv_1              2
ha_1               2
xnor2_1            2
fa_1               1
[through the flow]
stage / area [µm²] / setup WS (ns) / utilization / hold slack (ns) / cells
2_1_floorplan: 175.2 / 0.7578 / - / 0.3867 / 14
3_3_place_gp: 282.8 / 0.2029 / 0.08278 / 0.4118 / 65
3_5_place_dp: 282.8 / 0.1585 / 0.08278 / 0.4215 / 65
4_1_cts: 305.3 / 0.4033 / 0.08938 / 0.4337 / 68
5_1_grt: 305.3 / 0.3324 / 0.08938 / 0.4661 / 68
6_report: 305.3 / 0.4068 / 0.08938 / 0.4312 / 68
[layout by cell type, fill, tap and decap left out]
cell / Yosys / routed
a21o_1: 1 / 1
xor2_1: 1 / 1
dfxtp_1: 4 / 4
xnor2_1: 2 / 2
ha_1: 2 / 2
clkdlybuf4s50_1: 0 / 5
inv_1: 2 / 2
clkbuf_4: 0 / 3
a21oi_2: 1 / 1
fa_1: 1 / 1
[where the power goes]
group	switching (W)	total (W)	internal, W
sequential	0.0000255	0.000141	0.000115
clock	0.0000357	0.000103	0.0000673
combinational	0.0000524	0.000157	0.000104
total	0.000114	0.000400	0.000287
[worst max-delay path: stages]
cell	delay (ns)
clkdlybuf4s50_1	0.49
inv_1	0.10
ha_1	0.31
a21o_1	0.19
a21oi_2	0.14
xnor2_1	0.08
[per-layer routing]
| metal | up-vias | wire, µm |
|---|---|---|
| li1 | 61 | - |
| met1 | 51 | 181 |
| met2 | 8 | 120 |
| met3 | 0 | 140 |
| met4 | 0 | 0 |
| met5 | - | 0 |
[path summary, 6_finish.rpt]
| check | start | cells past startpoint | to |
|---|---|---|---|
| hold reg to reg | Out[0] | 1 | Out[0] |
| setup reg to reg | Out[1] | 4 | Out[3] |
| setup / recovery | Mode | 6 | Out[3] |
| hold / removal | Out[0] | 1 | Out[0] |
[layout make-up]
cell class | count | area, µm²
inverter | 2 | 7.507
clock buffer | 3 | 22.52
tap | 46 | 57.56
timing repair buffer | 5 | 50.05
fill | 409 | 3110
multi-input combinational | 8 | 87.58
sequential | 4 | 80.08
[cells by family (layout without fill, tap and decap cells)]
kind of cell               after synthesis  count (layout)  share of synthesized area
AOI/OAI and AO/OA                        2               2                    0.09288
DFF                                      4               4                     0.4572
xor gates and xnor gates                 3               3                     0.1500
buffers and inverters                    2              10                    0.04287
adders and majority gates                3               3                     0.2571
Power figures rest on the tool's default switching activity, not on a simulated workload.
